$ cat flow/design.v
`timescale 1ns / 1ps
module mux1_2(A, B, S, F);
  input A, B, S;
  output F;
  assign F = S ? B : A;
endmodule
module C1(A0, A1, SA, B0, B1, SB, S0, S1, F);
  input A0, A1, SA, B0, B1, SB, S0, S1;
  output F;
  wire F1, F2, F, S2;
  mux1_2 mux1_20(A0, A1, SA, F1);
  mux1_2 mux1_21(B0, B1, SB, F2);
  mux1_2 mux1_22(F1, F2, S2, F);
  or or_0(S2, S0, S1);
endmodule
module multiplier2(A, B, C);
    input [1:0] A, B;
    output [3:0] C;
    C1 C1_0(1'b0, A[0], B[0], 1'b0, 1'b0, 1'b0, 1'b0, 1'b0, C[0]);
    wire O0, O1, O2, O3;
    C1 C1_1(1'b0, A[0], B[1], 1'b0, 1'b0, 1'b0, A[1], 1'b0, O0);
    C1 C1_2(1'b0, A[0], B[1], 1'b0, 1'b0, 1'b0, B[0], 1'b0, O1);
    C1 C1_3(1'b0, A[1], B[0], 1'b0, 1'b0, 1'b0, B[1], 1'b0, O2);
    C1 C1_4(1'b0, A[1], B[0], 1'b0, 1'b0, 1'b0, A[0], 1'b0, O3);
    C1 C1_5(O0, 1'b1, O1, 1'b1, 1'b1, 1'b1, O2, O3, C[1]);
    wire O4, O5;
    C1 C1_6(1'b0, A[1], B[1], 1'b0, 1'b0, 1'b0, B[0], 1'b0, O4);
    C1 C1_7(1'b0, A[1], B[1], 1'b0, 1'b0, 1'b0, A[0], 1'b0, O5);
    C1 C1_8(O4, 1'b1, O5, 1'b0, 1'b0, 1'b0, 1'b0, 1'b0, C[2]);
    wire O6;
    C1 C1_9(1'b0, 1'b0, 1'b0, 1'b0, A[0], A[1], B[0], 1'b0, O6);
    C1 C1_10(1'b0, O6, B[1], 1'b0, 1'b0, 1'b0, 1'b0, 1'b0, C[3]);
endmodule
module multiplier4(A, B, C);
	input [3:0] A, B;
   output [7:0] C;
	wire [3:0]mult2_out0;
	wire [3:0]mult2_out1;
	wire [3:0]mult2_out2;
	wire [3:0]mult2_out3;
	multiplier2 multiplier2_0(A[1:0], B[1:0], mult2_out0);
	multiplier2 multiplier2_1(A[3:2], B[1:0], mult2_out1);
	multiplier2 multiplier2_2(A[1:0], B[3:2], mult2_out2);
	multiplier2 multiplier2_3(A[3:2], B[3:2], mult2_out3);
	assign C = {mult2_out3, 4'b0} + {mult2_out2, 2'b0} + {mult2_out1, 2'b0} + mult2_out0;
endmodule
module UMultipler8_1( input [7:0]A, input [7:0]B, output [15:0]out);
	wire [7:0]mult4_out0;
	wire [7:0]mult4_out1;
	wire [7:0]mult4_out2;
	wire [7:0]mult4_out3;
	multiplier4 multiplier4_0(A[3:0], B[3:0], mult4_out0);
	multiplier4 multiplier4_1(A[3:0], B[7:4], mult4_out1);
	multiplier4 multiplier4_2(A[7:4], B[3:0], mult4_out2);
	multiplier4 multiplier4_3(A[7:4], B[7:4], mult4_out3);
	wire [8:0]add8_out0;
	wire [8:0]add8_out1;
	wire [8:0]add8_out2;
	assign add8_out0 = mult4_out1 + mult4_out2;
	assign add8_out1 = add8_out0[7:0] + {4'b0, mult4_out0[7:4]};
	assign add8_out2 = mult4_out3 + {3'b0, add8_out0[8], add8_out1[7:4]};
	assign out[3:0] = mult4_out0[3:0];
	assign out[7:4] = add8_out1[3:0];
	assign out[15:8] = add8_out2[7:0];
endmodule
module Multipler8_1( input [7:0]A, input [7:0]B, output [14:0]out);
	wire [13:0]mult_out;
	assign mult_out = A[6:0] * B[6:0];
	assign out = ((A[7] == B[7])) ? {1'b0, mult_out} : {1'b1, mult_out};
endmodule
$ cat flow/run.sh
#!/bin/bash
# OpenROAD 26Q1-2900-gdf79404cd8, Yosys 0.63+post, stock flow scripts
make -C /OpenROAD-flow-scripts/flow DESIGN_CONFIG=/design/flow/config.mk WORK_HOME=/design/flow/orfs finish
$ cat flow/config.mk
export PLATFORM = sky130hd
export DESIGN_NAME = UMultipler8_1
export DESIGN_NICKNAME = UMultipler8_1
export VERILOG_FILES = /design/flow/design.v
export SDC_FILE = /design/flow/constraint.sdc
export NUM_CORES = 4
export LEC_CHECK = 1
export CORE_UTILIZATION = 50
$ cat flow/constraint.sdc
current_design UMultipler8_1

set clk_period 10.1
set clk_io_pct 0.2

create_clock -name clk0 -period $clk_period

set non_clock_inputs [all_inputs -no_clocks]
set_input_delay [expr $clk_period * $clk_io_pct] -clock clk0 $non_clock_inputs
set_output_delay [expr $clk_period * $clk_io_pct] -clock clk0 [all_outputs]
==> impl_metrics.json <==
{
  "final.setup.tns_ps": 0,
  "grt_setup_unrepaired": "true",
  "required_ps": 8080,
  "final_util": 0.747,
  "hold_violations": 0,
  "grt_pass1_vias": 1843,
  "ys_cells": 293,
  "antenna_found_initial": 0,
  "rows": 23,
  "worstSetupStartpointType": "primary input",
  "power.leakage_nw": 1.70,
  "drv_cap": 0,
  "grtUsageTotal": 0.235,
  "ios": 32,
  "core_area_um2": 4140,
  "fin_crit_sh": 0.976,
  "critical_path.endpoint": "out[14]",
  "status": "finished, final reports clean",
  "ff_count": 0,
  "crit_arrival_ps": 7840,
  "tool_warnings": 34,
  "setup_viol": 0,
  "drt-vias-per-instance": 5.04,
  "setup.worst_path.start": "B[4]",
  "finalMaxSlewViolations": 0,
  "ir_drop_mv": 0.105,
  "max_freq_mhz": 101,
  "fillCellCount": 333,
  "dpl.hpwl_um": 4140,
  "top_area_frac": 0.223,
  "crit_fanout": 5,
  "dr.pass1.iters": 4,
  "topCellsByArea": "fa_1 22%, ha_1 19%, xnor2_1 7.8%, xor2_1 7.4%, nand2_1 7.4%",
  "synthCells": 293,
  "vias": 2073,
  "gp_congestion": 0.890,
  "netlist_area_um2": 2240,
  "yosysMostFrequentCell": "nand2_1",
  "yosys_area_um2": 2240,
  "synthDistinctLibCells": 32,
  "drive_gt1_frac": 0.222,
  "yosys_warnings": 0,
  "period_needed_ps": 9860,
  "regArea_um2": 0,
  "die_area_um2": 4760,
  "drc": 0,
  "worstSetupEndpointType": "primary output",
  "die_x_um": 69.0,
  "routed_wl_um": 4900,
  "initial_core_util": 0.541,
  "wl_per_cell_um": 11.9,
  "grt_pass1_wl_um": 8160,
  "clkbuf_count": 0,
  "grt-ovfl-total": 0,
  "postSynthSeqShare": 0,
  "top_area_cell": "fa_1",
  "antenna_cells_inserted": 0,
  "worst_pin_slew_ps": 344,
  "cts_hold_buf": 0,
  "hold_path_class": "primary input to primary output",
  "relSlewSlack": 0.770,
  "ant_nets": 0,
  "numPortBuffers": 32,
  "worstHoldStart": "B[0]",
  "drt_iter0_drc": 53,
  "netlist_top_cells_count": "44 x nand2_1, 38 x inv_1, 34 x ha_1, 25 x fa_1, 20 x xnor2_1",
  "p_per_area_nw_per_um2": 176,
  "critPathKind": "primary input to primary output",
  "syn_avg_cell_area_um2": 7.65,
  "grt_max_degree": 12,
  "area_growth_pct": 38.1,
  "fp.dieH_um": 69.0
}
[cell families (layout without fill, tap and decap cells)]
group / Yosys count / after routing / synth area share
buffers and inverters: 56 / 124 / 0.0971
AND/OR/NAND/NOR: 97 / 97 / 0.217
XOR/XNOR: 39 / 39 / 0.152
adder cells (fa/ha/maj): 59 / 59 / 0.413
AND-OR/OR-AND: 42 / 42 / 0.121
[worst max-delay path, cell delays in order]
cell	delay, ps
dlygate4sd2_1	270
and2_1	170
and3_1	190
fa_1	500
ha_4	190
fa_2	400
xor2_1	160
ha_1	360
o21a_1	200
a221o_1	330
and4bb_1	320
xnor2_2	110
fa_1	540
inv_1	50
fa_1	530
inv_1	50
buf_4	130
fa_2	390
a21oi_2	160
nor2_1	50
nor2_1	110
xnor2_1	120
clkdlybuf4s50_1	470
[repair_timing]
action	CTS	global route
hold endpoints to repair	0	0
endpoints found under the setup margin	3	4
pin swaps	4	19
resized	17	33
setup buffers	0	7
[how the worst min path moves through the flow]
stage         depth (start not counted)      to
CTS                                   4  out[1]
global route                          4  out[1]
finish                                4  out[1]
[routing by layer]
| layer | GRT usage | routed length, um | vias to the layer above |
|---|---|---|---|
| li1 | - | - | 1100 |
| met1 | 0.398 | 2700 | 934 |
| met2 | 0.353 | 2030 | 39 |
| met3 | 0.0150 | 172 | 0 |
| met4 | 0.0128 | 0 | 0 |
| met5 | 0 | 0 | - |
[through the flow]
| step | setup slack (ps) | hold slack (ps) | power (mW) | std cells | area, um2 |
|---|---|---|---|---|---|
| finish | 245 | 4740 | 0.545 | 411 | 3100 |
| global route | -64.2 | 4780 | 0.629 | 411 | 3100 |
| CTS | 9.59 | 4920 | 0.524 | 404 | 2940 |
| detailed placement | -197 | 5140 | 0.507 | 404 | 2900 |
| global placement | -135 | 5130 | 0.504 | 404 | 2900 |
| floorplan | 903 | 4250 | 0.254 | 293 | 2240 |
[layout by cell type, fill, tap and decap left out, types with 6 or more instances in the layout]
cell              n
fa_1             22
ha_1             30
and3_1            7
dlygate4sd2_1     6
and2_1            6
xor2_1           18
xnor2_1          17
buf_4            50
inv_1            38
nand3_1           6
a21oi_1           9
a21oi_2           6
nand3b_1          6
clkdlybuf4s50_1  15
nand4_1          12
nand2_1          44
dlymetal6s2s_1    8
nor2_1            6
a21o_1           10
[final cells by class]
cell class         count  area, um2  share of cell area
multi-input cells    237       2150               0.694
inverters             38        143              0.0461
repair buffers        86        743               0.240
well taps             50       62.6              0.0202
[report_power, final]
part	switching [mW]	internal, mW
Clock	0	0
Sequential	0	0
Combinational	0.216	0.329
Power and IR drop assume default switching activity.
