==> design/flow/design.v <==
`timescale 1ns / 1ps
module NNController(input clk, input rst, input start, output reg neuron_start, output reg hreg1_en, output reg hreg2_en, output reg oreg_en, output reg [15:0]counter, output reg [15:0]N, output reg [1:0]pass);
	reg [3:0] next_state, present_state;
	reg counter_en;
	always @(posedge clk) begin
		if (present_state == 4'b0001 || present_state == 4'b0101 || present_state == 4'b1001) counter <= N;
		else if (counter_en) counter <= counter - 16'b00000001;
	end
	always @(start, present_state) begin
		case (present_state)
			4'b0000: begin
				hreg1_en = 1'b0;
				hreg2_en = 1'b0;
				oreg_en = 1'b0;
				neuron_start = 1'b0;
				N = 16'b0000000000111111;
				counter_en = 1'b0;
				pass = 2'b00;
			end
			4'b0001: begin
				hreg1_en = 1'b0;
				hreg2_en = 1'b0;
				oreg_en = 1'b0;
				neuron_start = 1'b1;
				N = 16'b0000000000111111;
				counter_en = 1'b0;
				pass = 2'b00;
			end
			4'b0010: begin
				hreg1_en = 1'b0;
				hreg2_en = 1'b0;
				oreg_en = 1'b0;
				neuron_start = 1'b0;
				N = 16'b0000000000111111;
				counter_en = 1'b1;
				pass = 2'b00;
			end
			4'b0011: begin
				hreg1_en = 1'b0;
				hreg2_en = 1'b0;
				oreg_en = 1'b0;
				neuron_start = 1'b0;
				N = 16'b0000000000111111;
				counter_en = 1'b0;
				pass = 2'b00;
			end
			4'b0100: begin
				hreg1_en = 1'b1;
				hreg2_en = 1'b0;
				oreg_en = 1'b0;
				neuron_start = 1'b0;
				N = 16'b0000000000111111;
				counter_en = 1'b0;
				pass = 2'b00;
			end
			4'b0101: begin
				hreg1_en = 1'b0;
				hreg2_en = 1'b0;
				oreg_en = 1'b0;
				neuron_start = 1'b1;
				N = 16'b0000000000111111;
				counter_en = 1'b0;
				pass = 2'b01;
			end
			4'b0110: begin
				hreg1_en = 1'b0;
				hreg2_en = 1'b0;
				oreg_en = 1'b0;
				neuron_start = 1'b0;
				N = 16'b0000000000111111;
				counter_en = 1'b1;
				pass = 2'b01;
			end
			4'b0111: begin
				hreg1_en = 1'b0;
				hreg2_en = 1'b0;
				oreg_en = 1'b0;
				neuron_start = 1'b0;
				N = 16'b0000000000111111;
				counter_en = 1'b0;
				pass = 2'b01;
			end
			4'b1000: begin
				hreg1_en = 1'b0;
				hreg2_en = 1'b1;
				oreg_en = 1'b0;
				neuron_start = 1'b0;
				N = 16'b0000000000111111;
				counter_en = 1'b0;
				pass = 2'b01;
			end
			4'b1001: begin
				hreg1_en = 1'b0;
				hreg2_en = 1'b0;
				oreg_en = 1'b0;
				neuron_start = 1'b1;
				N = 16'b0000000000010101;
				counter_en = 1'b0;
				pass = 2'b10;
			end
			4'b1010: begin
				hreg1_en = 1'b0;
				hreg2_en = 1'b0;
				oreg_en = 1'b0;
				neuron_start = 1'b0;
				N = 16'b0000000000010101;
				counter_en = 1'b1;
				pass = 2'b10;
			end
			4'b1011: begin
				hreg1_en = 1'b0;
				hreg2_en = 1'b0;
				oreg_en = 1'b0;
				neuron_start = 1'b0;
				N = 16'b0000000000010101;
				counter_en = 1'b0;
				pass = 2'b10;
			end
			4'b1100: begin
				hreg1_en = 1'b0;
				hreg2_en = 1'b0;
				oreg_en = 1'b1;
				neuron_start = 1'b0;
				N = 16'b0000000000010101;
				counter_en = 1'b0;
				pass = 2'b10;
			end
		endcase
	end
	always @(start, present_state) begin
		case (present_state)
			4'b0000: next_state = {3'b000, start};
			4'b0001: next_state = 4'b0010;
			4'b0010: next_state = 4'b0011;
			4'b0011: next_state = (counter == 16'b0) ? 4'b0100 : 4'b0010;
			4'b0100: next_state = 4'b0101;
			4'b0101: next_state = 4'b0110;
			4'b0110: next_state = 4'b0111;
			4'b0111: next_state = (counter == 16'b0) ? 4'b1000 : 4'b0110;
			4'b1000: next_state = 4'b1001;
			4'b1001: next_state = 4'b1010;
			4'b1010: next_state = 4'b1011;
			4'b1011: next_state = (counter == 16'b0) ? 4'b1100 : 4'b1010;
			4'b1100: next_state = 4'b0000;
		endcase
	end
	always @(posedge rst, posedge clk) begin
		if (rst) present_state <= 4'b0;
		else present_state <= next_state;
	end
endmodule
==> design/flow/run.sh <==
#!/bin/bash
# OpenROAD 26Q1-2900-gdf79404cd8, Yosys 0.63+post, stock flow scripts
make -C /OpenROAD-flow-scripts/flow DESIGN_CONFIG=/design/flow/config.mk WORK_HOME=/design/flow/orfs finish
==> design/flow/config.mk <==
export PLATFORM = sky130hd
export DESIGN_NAME = NNController
export DESIGN_NICKNAME = NNController
export VERILOG_FILES = /design/flow/design.v
export SDC_FILE = /design/flow/constraint.sdc
export NUM_CORES = 4
export LEC_CHECK = 1
export CORE_UTILIZATION = 30
==> design/flow/constraint.sdc <==
current_design NNController

set clk_period 3.7
set clk_io_pct 0.2

create_clock -name clk0 -period $clk_period [get_ports {clk}]

set non_clock_inputs [all_inputs -no_clocks]
set_input_delay [expr $clk_period * $clk_io_pct] -clock clk0 $non_clock_inputs
set_output_delay [expr $clk_period * $clk_io_pct] -clock clk0 [all_outputs]
==> run_results.csv <==
group,metric,value,unit
outcome,status,"finished, final reports clean",
timing,unconstrained_endpoints,25,
run,maxcap_violations,0,
logic_synthesis,most_common_cell,"edfxtp_1",
final_layout,final_cell_area,0.00174,mm²
die,fp_util,0.318,
grt,number_of_global_route_vias_before_repair,949,
logic_synthesis,yosys.area.top_type,"edfxtp_1",
final_layout,final_layout_size_suffix_gt1_frac,0.0875,
die,die_x,70.7,µm
timing,final_hold_viol_count,0,
die,design.die.area,0.00499,mm²
placement,post_dp_cell_area,0.00167,mm²
worst_setup_path,timing_worst_setup_path_type,"reg -> reg",
logic_synthesis,yosysChipArea,0.00141,mm²
final_layout,area_growth,23.2,%
worst_setup_path,critPathCaptureType,"register",
routing,totalWireLength,2540,µm
run,log.warning_count,25,
worst_setup_path,critPathMaxFanout,16,
worst_setup_path,cp_slowest_cell,"nand2b_1",
placement,port_buffers,27,
grt,first_pass_grt_wire_length,4340,µm
logic_synthesis,cell_count_listed_in_synth_stat_txt,135,
timing,finalClockPeriodUsage,0.549,
logic_synthesis,post_synth_most_frequent_cells,"edfxtp_1, buf_4, nor2_1",
timing,max_slew_margin_vs_limit,0.486,
routing,routed_wire_length_per_instance,12.0,µm
die,io-pin-count,41,
power,leakagePower,0.669,nW
final_layout,layoutNonFillerInstCount,212,
logic_synthesis,netlist_area,0.00141,mm²
timing,finalSetupViolCount,0,
cts,post-cts-setup-buffers,0,
grt,grt_start_max_net_pins,17,
timing,grt_setup_unrepaired,"no",
grt,gr-total-overflow,0,
logic_synthesis,top_cells_by_area,"edfxtp_1, dlxtn_1, buf_4, dfrtp_1, nor2_1",
min_path,hold_path.class,"reg -> reg",
cts,ctsHtreeMaxLevel,1,
timing,tightest_pin_transition,0.772,ns
logic_synthesis,synth_cells,135,
routing,antenna_cells_inserted,0,
routing,drt-pass1-iter-count,20,
routing,drt_drc_violations_left,0,
timing,fin_skew,0.00691,ns
logic_synthesis,yosys_warnings,1,
timing,fin_setup_tns,0,ns
routing,drt_iter0_drc,46,
cts,worst_skew_pair.late_latency,0.26,ns
logic_synthesis,synth_cell_type_count,41,
worst_setup_path,cells_along_the_critical_path,"nand2_1 -> nand3b_1 -> nand2b_1",
timing,clock.fmax,492,MHz
power,powerDensity,263,mW/mm²
routing,drtAntennaViolNets,0,
worst_setup_path,cp-start-kind,"register",
timing,finalCriticalPeriod,2.03,ns
cts,tritoncts.num_buffers,3,
logic_synthesis,netlist.area_leader.share,0.340,
grt,track_usage,0.110,
placement,dp_hpwl,1830,µm
logic_synthesis,number_of_enable_flip_flop_cells,16,
die,count_of_standard_cell_rows,24,
cts,ctsResizeCount,0,
die,core_area,0.00444,mm²
die,die_height,70.7,µm
placement,placed_cells_incl_taps,208,
logic_synthesis,synth-async-reset-ratio,0.125,
placement,gpl_wtd_cong,0.879,
power,vdd_ir_drop_max,0.213,mV
logic_synthesis,ys_dominant_reg_cell,"edfxtp_1",
logic_synthesis,syn_avg_cell_area,10.5,µm²
worst_setup_path,timing.critical_path.arrival,1.92,ns
cts,clk_root_buffer_cell,"clkbuf_8",
cts,max-clock-path-buffers,2,
routing,vias,990,
timing,final-max-slew-violation-count,0,
worst_setup_path,worstPathRequired,3.59,ns
timing,worst_hold_slack,0.653,ns
grt,grt_antenna_before_repair,0,
cts,tritoncts,"yes",
timing,unclocked_regs,12,
cts,cts.hold.buffers_added,0,
routing,avgViaCountPerCell,4.67,
cts,clkTransAtPathRegs,0.07,ns
logic_synthesis,ys.flops,32,
worst_setup_path,cp_slowest_stage_delay,0.68,ns
registers in the layout (all words and copies together) (netlist names):
signal	cells
hreg2_en	1
counter_en	1
neuron_start	1
counter	16
next_state	4
pass	2
hreg1_en	1
N	1
oreg_en	1
present_state	4
power by group:
part	switching [mW]	total, mW	leakage (nW)	internal (mW)
Clock	0.0703	0.215	0.0357	0.144
Sequential	0	0.240	0.298	0.240
Combinational	0.00203	0.00417	0.336	0.00213
layer usage:
| metal | vias to the layer above | part of all wire | wire length, µm | GRT usage |
|---|---|---|---|---|
| li1 | 495 | - | - | - |
| met1 | 453 | 0.44 | 1120 | 0.156 |
| met2 | 40 | 0.48 | 1220 | 0.176 |
| met3 | 2 | 0.074 | 189 | 0.0361 |
| met4 | 0 | 0.0031 | 8 | 0.0178 |
| met5 | - | 0 | 0 | 0 |
through the flow:
stage	worst slack, ns	power, mW	util
after floorplan	2.00	0.256	-
after global placement	1.74	0.249	0.376
after detailed placement	1.68	0.249	0.376
after CTS	1.65	0.466	0.392
after global routing	1.50	0.478	0.392
final	1.67	0.459	0.392
placed cells by master (no fill, tap or decap), types with 3 or more instances in the layout:
cell type / instances
nand2b_1: 3
inv_1: 4
dfrtp_1: 4
clkbuf_8: 3
nor2_1: 15
xnor2_1: 3
conb_1: 13
edfxtp_1: 16
nand4_1: 3
clkdlybuf4s50_1: 27
nand2_1: 12
a21oi_1: 5
xor2_1: 6
dlxtn_1: 12
worst max-delay path: cells and delay by family, from the launching register on:
| kind | cells | cell delay, ns |
|---|---|---|
| DFF | 1 | 0.43 |
| and+or+nand+nor | 3 | 1.23 |
kinds of logic (layout without fill, tap and decap cells):
| logic type | after synthesis | in the layout | share of synthesized area |
|---|---|---|---|
| muxes | 1 | 1 | 0.00708 |
| xor gates and xnor gates | 9 | 9 | 0.0558 |
| other | 2 | 13 | 0.00531 |
| buffers and inverters | 22 | 36 | 0.0982 |
| AOI/OAI and AO/OA | 13 | 13 | 0.0575 |
| DFF | 20 | 20 | 0.411 |
| and+or+nand+nor | 55 | 55 | 0.229 |
| latches | 12 | 12 | 0.127 |
| adders and majority gates | 1 | 1 | 0.00885 |
worst paths after layout:
kind	from	endpoint	slack [ns]	cells after the start
hold / removal	counter[14]	counter[14]	0.65	2
setup / recovery	present_state[2]	counter[15]	1.67	3
max in group asynchronous	rst	present_state[0]	2.88	2
hold reg to reg	counter[14]	counter[14]	0.65	2
setup reg to reg	present_state[2]	counter[15]	1.67	3
min in group asynchronous	rst	present_state[2]	0.67	2
final cells by class:
class / instances / area [µm²]
Timing Repair Buffer: 27 / 270
Tap cell: 52 / 65.1
Clock inverter: 1 / 30.0
Inverter: 5 / 18.8
Clock buffer: 3 / 41.3
Sequential cell: 32 / 761
Fill cell: 420 / 2700
Multi-Input combinational cell: 92 / 556
Power figures rest on the tool's default switching activity, not on a simulated workload.
